==> /design/flow/design.v <==
module Multi_Step_MLD_decoder(clk, reset, load, received_bit_stream, decoded_vector);
	input clk, reset, load;
	input received_bit_stream;
	output[0:14] decoded_vector;
	reg w0;
	reg A11, A12, A13, A14, A15, A16;
	reg A21, A22, A23, A24, A25, A26;
	reg A31, A32, A33, A34, A35, A36;
	reg A41, A42, A43, A44, A45, A46;
	reg A51, A52, A53, A54, A55, A56;
	reg A61, A62, A63, A64, A65, A66;
	wire M1, M2, M3, M4, M5, M6;
	wire error_value;
	d_flip_flop FF1(reset, clk, w0, decoded_vector[0]);
	d_flip_flop FF2(reset, clk, decoded_vector[0], decoded_vector[1]);
	d_flip_flop FF3(reset, clk, decoded_vector[1], decoded_vector[2]);
	d_flip_flop FF4(reset, clk, decoded_vector[2], decoded_vector[3]);
	d_flip_flop FF5(reset, clk, decoded_vector[3], decoded_vector[4]);
	d_flip_flop FF6(reset, clk, decoded_vector[4], decoded_vector[5]);
	d_flip_flop FF7(reset, clk, decoded_vector[5], decoded_vector[6]);
	d_flip_flop FF8(reset, clk, decoded_vector[6], decoded_vector[7]);
	d_flip_flop FF9(reset, clk, decoded_vector[7], decoded_vector[8]);
	d_flip_flop FF10(reset, clk, decoded_vector[8], decoded_vector[9]);
	d_flip_flop FF11(reset, clk, decoded_vector[9], decoded_vector[10]);
	d_flip_flop FF12(reset, clk, decoded_vector[10], decoded_vector[11]);
	d_flip_flop FF13(reset, clk, decoded_vector[11], decoded_vector[12]);
	d_flip_flop FF14(reset, clk, decoded_vector[12], decoded_vector[13]);
	d_flip_flop FF15(reset, clk, decoded_vector[13], decoded_vector[14]);
	majority_gate_6_input MG1(M1, A11, A12, A13, A14, A15, A16);
	majority_gate_6_input MG2(M2, A21, A22, A23, A24, A25, A26);
	majority_gate_6_input MG3(M3, A31, A32, A33, A34, A35, A36);
	majority_gate_6_input MG4(M4, A41, A42, A43, A44, A45, A46);
	majority_gate_6_input MG5(M5, A51, A52, A53, A54, A55, A56);
	majority_gate_6_input MG6(M6, A61, A62, A63, A64, A65, A66);
	majority_gate_6_input MG7(error_value, M1, M2, M3, M4, M5, M6);
	always @(*) begin
		if (load) begin
			w0 = received_bit_stream;
		end
		else begin
			w0 = decoded_vector[14] ^ error_value;
		end
		A11 = decoded_vector[4] ^ decoded_vector[10] ^ decoded_vector[13] ^ decoded_vector[14];
		A12 = decoded_vector[7] ^ decoded_vector[12] ^ decoded_vector[13] ^ decoded_vector[14];
		A13 = decoded_vector[9] ^ decoded_vector[11] ^ decoded_vector[13] ^ decoded_vector[14];
		A14 = decoded_vector[0] ^ decoded_vector[8] ^ decoded_vector[13] ^ decoded_vector[14];
		A15 = decoded_vector[1] ^ decoded_vector[5] ^ decoded_vector[13] ^ decoded_vector[14];
		A16 = decoded_vector[3] ^ decoded_vector[6] ^ decoded_vector[13] ^ decoded_vector[14];
                A21 = decoded_vector[0] ^ decoded_vector[10] ^ decoded_vector[12] ^ decoded_vector[14];
                A22 = decoded_vector[3] ^ decoded_vector[11] ^ decoded_vector[12] ^ decoded_vector[14];
                A23 = decoded_vector[7] ^ decoded_vector[13] ^ decoded_vector[12] ^ decoded_vector[14];
                A24 = decoded_vector[1] ^ decoded_vector[2] ^ decoded_vector[12] ^ decoded_vector[14];
                A25 = decoded_vector[4] ^ decoded_vector[8] ^ decoded_vector[12] ^ decoded_vector[14];
                A26 = decoded_vector[6] ^ decoded_vector[9] ^ decoded_vector[12] ^ decoded_vector[14];
                A31 = decoded_vector[3] ^ decoded_vector[12] ^ decoded_vector[11] ^ decoded_vector[14];
                A32 = decoded_vector[9] ^ decoded_vector[13] ^ decoded_vector[11] ^ decoded_vector[14];
                A33 = decoded_vector[0] ^ decoded_vector[5] ^ decoded_vector[11] ^ decoded_vector[14];
                A34 = decoded_vector[1] ^ decoded_vector[8] ^ decoded_vector[11] ^ decoded_vector[14];
                A35 = decoded_vector[2] ^ decoded_vector[4] ^ decoded_vector[11] ^ decoded_vector[14];
                A36 = decoded_vector[6] ^ decoded_vector[7] ^ decoded_vector[11] ^ decoded_vector[14];
                A41 = decoded_vector[0] ^ decoded_vector[12] ^ decoded_vector[10] ^ decoded_vector[14];
                A42 = decoded_vector[4] ^ decoded_vector[13] ^ decoded_vector[10] ^ decoded_vector[14];
                A43 = decoded_vector[1] ^ decoded_vector[6] ^ decoded_vector[10] ^ decoded_vector[14];
                A44 = decoded_vector[3] ^ decoded_vector[5] ^ decoded_vector[10] ^ decoded_vector[14];
                A45 = decoded_vector[7] ^ decoded_vector[8] ^ decoded_vector[10] ^ decoded_vector[14];
                A46 = decoded_vector[2] ^ decoded_vector[9] ^ decoded_vector[10] ^ decoded_vector[14];
                A51 = decoded_vector[0] ^ decoded_vector[11] ^ decoded_vector[5] ^ decoded_vector[14];
                A52 = decoded_vector[1] ^ decoded_vector[13] ^ decoded_vector[5] ^ decoded_vector[14];
                A53 = decoded_vector[3] ^ decoded_vector[10] ^ decoded_vector[5] ^ decoded_vector[14];
                A54 = decoded_vector[4] ^ decoded_vector[6] ^ decoded_vector[5] ^ decoded_vector[14];
                A55 = decoded_vector[2] ^ decoded_vector[7] ^ decoded_vector[5] ^ decoded_vector[14];
                A56 = decoded_vector[8] ^ decoded_vector[9] ^ decoded_vector[5] ^ decoded_vector[14];
                A61 = decoded_vector[1] ^ decoded_vector[12] ^ decoded_vector[2] ^ decoded_vector[14];
                A62 = decoded_vector[4] ^ decoded_vector[11] ^ decoded_vector[2] ^ decoded_vector[14];
                A63 = decoded_vector[0] ^ decoded_vector[6] ^ decoded_vector[2] ^ decoded_vector[14];
                A64 = decoded_vector[3] ^ decoded_vector[8] ^ decoded_vector[2] ^ decoded_vector[14];
                A65 = decoded_vector[5] ^ decoded_vector[7] ^ decoded_vector[2] ^ decoded_vector[14];
                A66 = decoded_vector[9] ^ decoded_vector[10] ^ decoded_vector[2] ^ decoded_vector[14];
	end
endmodule
module d_flip_flop(reset, clk, D, Q);
	input reset, clk, D;
	output reg Q;
	always @(posedge clk) begin
		if (reset)
			Q <= 0;
		else
			Q <= D;
	end
endmodule
module full_adder(sum, carry, in1, in2, in3);
	input in1, in2, in3;
	output sum, carry;
	wire t0, t1, t2;
	xor G1(sum, in1, in2, in3);
	and G2(t0, in1, in2);
	and G3(t1, in2, in3);
	and G4(t2, in1, in3);
	or G5(carry, t0, t1, t2);
endmodule
module majority_gate_6_input(out, in1, in2, in3, in4, in5, in6);
	input in1, in2, in3, in4, in5, in6;
	output out;
	wire S1, S2, S3;
	wire C1, C2, C3;
	wire S1_bar, S2_bar;
	wire C_bar;
	assign out = C_bar;
	full_adder FA1(S1, C1, in1, in2, in3);
	full_adder FA2(S2, C2, in4, in5, in6);
	full_adder FA3(S1_bar, C3, S1, S2, 1'b0);
	full_adder FA4(S2_bar, C_bar, C1, C2, C3);
endmodule
==> /design/flow/run.sh <==
#!/bin/bash
# OpenROAD 26Q1-2900-gdf79404cd8, Yosys 0.63+post, stock flow scripts
make -C /OpenROAD-flow-scripts/flow DESIGN_CONFIG=/design/flow/config.mk WORK_HOME=/design/flow/orfs finish
==> /design/flow/config.mk <==
export PLATFORM = sky130hd
export DESIGN_NAME = Multi_Step_MLD_decoder
export DESIGN_NICKNAME = Multi_Step_MLD_decoder
export VERILOG_FILES = /design/flow/design.v
export SDC_FILE = /design/flow/constraint.sdc
export NUM_CORES = 4
export LEC_CHECK = 1
export CORE_UTILIZATION = 40
==> /design/flow/constraint.sdc <==
current_design Multi_Step_MLD_decoder

set clk_period 3.9
set clk_io_pct 0.2

create_clock -name clk0 -period $clk_period [get_ports {clk}]

set non_clock_inputs [all_inputs -no_clocks]
set_input_delay [expr $clk_period * $clk_io_pct] -clock clk0 $non_clock_inputs
set_output_delay [expr $clk_period * $clk_io_pct] -clock clk0 [all_outputs]
==> results_slide.txt <==
Physical Implementation Snapshot

Route
  • DR vias/cell: between 4 and 5
  • DR DRC count: 0
  • First DRT Iteration DRCs: 22
  • Via count: approximately 950
  • Inserted Diodes: 0
  • Total routed wirelength: between 2000 and 3000 um
  • Drt first pass iters: 6
  • Mean routed wirelength per cell: about 14 um
  • Final antenna-violating net count: 0

Synthesis
  • Yosys top cell by instances: xnor2_1
  • Distinct lib cells used: 23
  • Synthesized area: 1670 um2
  • Yosys top cell by area: xnor2_1
  • Yosys cell count: 161
  • Top cells, area: xnor2_1 (32%), dfxtp_1 (18%), fa_1 (17%)
  • Post-synth seq share: 18.0%
  • Number of synthesized flops with an enable pin: 0
  • Mapped Avg Cell Area: 10.3 um2
  • Yosys reg bits: 15
  • Mapped Cells: approximately 160
  • Main synth FF type: dfxtp_1
  • Largest type area fraction: about a third
  • Post-synth ARST share: 0%
  • YS warnings: 2
  • Top post-synthesis cells by count: xnor2_1 (60), buf_4 (16), dfxtp_1 (15)
  • Yosys chip area: 1670 um2

Run
  • MaxCap Viol Count: 0
  • Tool warning count: 25

Power and ir drop
  • PD cells: about 170 nW/um2
  • Leakage Power: slightly below 0.6 nW
  • Max VDD drop: 0.197 mV

Clock network
  • CTS tree: done
  • Max Buffers Root-to-Sink: 2
  • Num CTS Buffers: 3
  • Clock sinks: 15
  • Gates resized, CTS repair: 0
  • Root buffer cell: clkbuf_8
  • CTS H-tree depth: 1
  • Setup Fix Bufs, Post-CTS: 0
  • CTS Hold Buffers Added: 0
  • Worst-path clk slew: ~0.060 ns
  • Insertion Delay late pin: roughly 0.24 ns

STA
  • Clock skew: ~0.0057 ns
  • Minimum clock period: 3.30 ns
  • RSZ-0062 raised after global routing: false
  • Maximum achievable frequency: between 300 and 400 MHz
  • Slew @ Worst Pin: roughly 0.55 ns
  • Final setup viols: 0
  • Relative slew slack: 63.0%
  • Pins over their slew limit: 0
  • Fin Setup TNS: 0 ns
  • Tcrit/Tclk final: between 80% and 90%
  • Fin. Hold Viols: 0

Die
  • Pre-Place Util: a little over two fifths
  • Die Span Y: between 60 and 70 um
  • Die W: 66.5 um
  • Die ar.: 4430 um2
  • Placeable Area: ~4000 um2
  • Num rows: 23
  • I/O pins: 19

Critical path
  • Worst EP arrival: roughly 3.5 ns
  • Critical path peak fanout: 10
  • Crit start category: register
  • Setup Crit Path Kind: register to register
  • Crit end category: register
  • Critical Path RT: between 4 and 5 ns

Final layout
  • Syn-to-layout area delta: 6.61%
  • Filler cells: approximately 380
  • Fin util: 44.4%
  • Layout cells sized above 1: 8.33%

GRT
  • Initial antenna violation count: 0
  • Vias in the first global route: a little under 1000
  • Pin count of the biggest net entering global routing: 18
  • Global Route Usage Sum: between 10% and 20%
  • First-pass GRT wire length: around 4800 um
  • Congestion Overflow GR: 0

Placed design
  • Post-DP HPWL: ~2300 um
  • Gpl congestion: 0.851
  • I/O Buffers: 18

Status
  • Run status: finished, final reports clean

Min path
  • Hold WC Path Type: register to register
## metrics by stage
| stage | hold WS (ns) | area, um2 | total power [W] | worst slack [ns] | instances |
|---|---|---|---|---|---|
| after floorplan | 0.521 | 1670 | 0.000182 | 0.904 | 161 |
| after global routing | 0.570 | 1780 | 0.000327 | 0.388 | 206 |
| after detailed placement | 0.542 | 1730 | 0.000191 | 0.620 | 202 |
| after global placement | 0.541 | 1730 | 0.000191 | 0.667 | 202 |
| after CTS | 0.553 | 1780 | 0.000313 | 0.607 | 206 |
| final | 0.549 | 1780 | 0.000308 | 0.597 | 206 |
## routing by layer
layer / part of all wire, % / track usage (%)
met1: 53 / 23.6
met2: 44 / 24.1
met3: 2.4 / 1.22
met4: 0.34 / 1.06
met5: 0 / 0
## layout by cell type, fill, tap and decap left out
cell | synthesis | routed
xor2_2 | 1 | 1
dfxtp_1 | 15 | 15
xor2_4 | 4 | 4
nor3_1 | 1 | 1
nand3b_1 | 2 | 2
or2_2 | 3 | 3
nand2_1 | 1 | 1
clkbuf_8 | 0 | 3
buf_4 | 16 | 1
inv_1 | 1 | 1
clkdlybuf4s50_1 | 0 | 18
o21ai_0 | 3 | 3
xnor2_1 | 60 | 60
o22ai_1 | 1 | 1
nand3_1 | 1 | 1
a2111oi_0 | 1 | 1
a21oi_1 | 3 | 3
fa_1 | 14 | 14
xor2_1 | 2 | 2
nor2b_1 | 14 | 14
a22o_1 | 3 | 3
clkinv_2 | 0 | 1
a31oi_1 | 3 | 3
## worst max-delay path, cell delays in order (launching register included)
cell       delay, ns
dfxtp_1         0.33
buf_4           0.28
xor2_4          0.40
xnor2_1         0.16
fa_1            0.57
a21oi_1         0.07
or2_2           0.31
fa_1            0.54
o22ai_1         0.09
a2111oi_0       0.34
nand3b_1        0.16
## logic make-up (layout without fill, tap and decap cells)
family,after synthesis,in the layout,synth area share [%]
XOR/XNOR,67,67,40.2
buffers and inverters,29,24,11.4
AND/OR/NAND/NOR,22,22,8.11
flip-flops,15,15,18.0
adder cells (fa/ha/maj),14,14,16.8
AND-OR/OR-AND,14,14,5.41
## power breakdown
group / internal [W] / total (W) / switching (W)
clock network: 0.0000705 / 0.000121 / 0.0000503
registers: 0.000154 / 0.000157 / 0.00000284
logic: 0.0000159 / 0.0000303 / 0.0000144
total: 0.000241 / 0.000308 / 0.0000676
## final timing paths
kind | depth (start not counted) | endpoint | slack (ns) | from
worst max-delay path | 10 | FF1.Q | 0.60 | FF15.Q
worst max register to register | 10 | FF1.Q | 0.60 | FF15.Q
worst min register to register | 1 | FF6.Q | 0.55 | FF5.Q
worst min-delay path | 1 | FF6.Q | 0.55 | FF5.Q
## cell type report
cell class	count	area, um2	area share (%)
multi-input combinational	117	1170	66.2
clock buffer	3	41.3	2.33
sequential	15	300	16.9
inverter	1	3.75	0.211
timing repair buffer	19	188	10.6
tap	50	62.6	3.52
clock inverter	1	5.00	0.282
No activity file was given, so power comes from the tool's default toggle rates.
