$ cat flow/design.v
module MLD_7_4_decoder(clk, reset, load, received_bit_stream, output_bit_stream, correct_errors);
	input clk, reset, load, correct_errors;
	input received_bit_stream;
	output output_bit_stream;
	wire parity_check_sum_1, parity_check_sum_2, parity_check_sum_3;
	wire M;
	reg error_value;
	wire s0_input, s1_input, s2_input, s3_input;
	wire s0, s1, s2, s3;
	reg buffer_register_input;
	wire buffer_register_output;
	assign parity_check_sum_1 = s3;
	assign parity_check_sum_2 = s1;
	assign s1_input = s0;
	d_flip_flop SYNDROME_FF_0(reset, clk, s0_input, s0);
	d_flip_flop SYNDROME_FF_1(reset, clk, s1_input, s1);
	d_flip_flop SYNDROME_FF_2(reset, clk, s2_input, s2);
	d_flip_flop SYNDROME_FF_3(reset, clk, s3_input, s3);
	majority_gate_3_input MAJORITY_LOGIC(M, parity_check_sum_1, parity_check_sum_2, parity_check_sum_3);
	shift_register_7_bit BUFFER_REGISTER(reset, clk, buffer_register_input, buffer_register_output);
	xor ERROR_CORRECTOR(output_bit_stream, buffer_register_output, error_value);
	xor CHECK_SUM_3_CALCULATOR(parity_check_sum_3, s0, s2);
	xor S0_INPUT_CALCULATOR(s0_input, buffer_register_input, error_value, s3);
	xor S2_INPUT_CALCULATOR(s2_input, s3, s1);
	xor S3_INPUT_CALCULATOR(s3_input, s3, s2);
	always @(*) begin
		if (load) begin
			buffer_register_input = received_bit_stream;
		end
		else begin
			buffer_register_input = 1'b0;
		end
		if (correct_errors)
			error_value = 1'b0;
		else
			error_value = M;
	end
endmodule
module majority_gate_3_input(M, A, B, C);
	input A, B, C;
	output M;
	wire t0, t1, t2;
	and G1(t0, A, B);
	and G2(t1, B, C);
	and G3(t2, A, C);
	or G4(M, t0, t1, t2);
endmodule
module shift_register_7_bit(reset, clk, in, out);
	input clk, reset, in;
	output out;
	wire ff1_in, ff2_in, ff3_in, ff4_in, ff5_in, ff6_in, ff7_in;
	wire ff1_out, ff2_out, ff3_out, ff4_out, ff5_out, ff6_out, ff7_out;
	assign ff1_in = in;
	assign ff2_in = ff1_out;
	assign ff3_in = ff2_out;
	assign ff4_in = ff3_out;
	assign ff5_in = ff4_out;
	assign ff6_in = ff5_out;
	assign ff7_in = ff6_out;
	assign out = ff7_out;
	d_flip_flop FF1(reset, clk, ff1_in, ff1_out);
	d_flip_flop FF2(reset, clk, ff2_in, ff2_out);
	d_flip_flop FF3(reset, clk, ff3_in, ff3_out);
	d_flip_flop FF4(reset, clk, ff4_in, ff4_out);
	d_flip_flop FF5(reset, clk, ff5_in, ff5_out);
	d_flip_flop FF6(reset, clk, ff6_in, ff6_out);
	d_flip_flop FF7(reset, clk, ff7_in, ff7_out);
endmodule
module d_flip_flop(reset, clk, D, Q);
	input reset, clk, D;
	output reg Q;
	always @(posedge clk) begin
		if (reset)
			Q <= 0;
		else
			Q <= D;
	end
endmodule
$ cat flow/run.sh
#!/bin/bash
# OpenROAD 26Q1-2900-gdf79404cd8, Yosys 0.63+post, stock flow scripts
make -C /OpenROAD-flow-scripts/flow DESIGN_CONFIG=/design/flow/config.mk WORK_HOME=/design/flow/orfs finish
$ cat flow/config.mk
export PLATFORM = sky130hd
export DESIGN_NAME = MLD_7_4_decoder
export DESIGN_NICKNAME = MLD_7_4_decoder
export VERILOG_FILES = /design/flow/design.v
export SDC_FILE = /design/flow/constraint.sdc
export NUM_CORES = 4
export LEC_CHECK = 1
export CORE_AREA = 10 10 70 70
export DIE_AREA = 0 0 80 80
$ cat flow/constraint.sdc
current_design MLD_7_4_decoder

set clk_period 2.3
set clk_io_pct 0.2

create_clock -name clk0 -period $clk_period [get_ports {clk}]

set non_clock_inputs [all_inputs -no_clocks]
set_input_delay [expr $clk_period * $clk_io_pct] -clock clk0 $non_clock_inputs
set_output_delay [expr $clk_period * $clk_io_pct] -clock clk0 [all_outputs]
==> impl_metrics.xml <==
<?xml version="1.0" encoding="UTF-8"?>
<metrics>
  <group name="outcome">
    <metric name="outcome" unit="">complete, no violations</metric>
  </group>
  <group name="final_timing">
    <metric name="finalHoldViolCount" unit="">0</metric>
    <metric name="finalClockPeriodUsage" unit="%">95.9</metric>
    <metric name="fin_setup_tns" unit="ns">0</metric>
    <metric name="setup_viol_count_final" unit="">0</metric>
    <metric name="period_needed" unit="ns">2.21</metric>
    <metric name="max_clock_freq" unit="MHz">453</metric>
    <metric name="timing.final.max_slew_violations" unit="">0</metric>
    <metric name="clock_skew" unit="ns">0.00284</metric>
    <metric name="slew_at_the_pin_closest_to_its_max_slew_limit" unit="ns">0.395</metric>
    <metric name="timing.max_slew.rel_slack" unit="%">73.6</metric>
  </group>
  <group name="final_layout">
    <metric name="flow.area_growth_from_synthesis" unit="%">44.5</metric>
    <metric name="final_layout_top_logic_cells" unit="">sky130_fd_sc_hd__dfxtp_1 (10), sky130_fd_sc_hd__nor2b_1 (8), sky130_fd_sc_hd__clkdlybuf4s50_1 (5), sky130_fd_sc_hd__clkbuf_4 (3), sky130_fd_sc_hd__buf_4 (3)</metric>
    <metric name="fraction_of_final_layout_cells_sized_beyond_drive_strength_1" unit="%">21.7</metric>
    <metric name="fillcell_total" unit="">391</metric>
    <metric name="layout.cells.most_common" unit="">sky130_fd_sc_hd__dfxtp_1</metric>
  </group>
  <group name="routing">
    <metric name="post-route-drc-count" unit="">0</metric>
    <metric name="antenna_cells" unit="">0</metric>
    <metric name="route.antenna.remaining_nets" unit="">0</metric>
    <metric name="number_of_iterations_in_the_first_detailed_routing_pass" unit="">2</metric>
    <metric name="detail_route.wirelength" unit="um">602</metric>
    <metric name="detail_route.wl_per_cell" unit="um">6.54</metric>
    <metric name="drt_first_iter_violations" unit="">10</metric>
    <metric name="num_vias" unit="">255</metric>
    <metric name="via_per_instance_ratio" unit="">2.77</metric>
  </group>
  <group name="setup_path">
    <metric name="worstPathRequired" unit="ns">1.84</metric>
    <metric name="worstPathCellList" unit="">clkdlybuf4s50_1 -&gt; a211oi_4 -&gt; xor2_1 -&gt; clkdlybuf4s50_1</metric>
    <metric name="cpPeakStageDelay" unit="ns">0.47</metric>
    <metric name="path_common_cell" unit="">sky130_fd_sc_hd__clkdlybuf4s50_1</metric>
    <metric name="master_of_the_slowest_instance_on_the_critical_path" unit="">sky130_fd_sc_hd__clkdlybuf4s50_1</metric>
    <metric name="cp_data_arrival_time" unit="ns">1.75</metric>
    <metric name="highest_net_fanout_along_the_worst_path" unit="">2</metric>
    <metric name="setup.worst_path.class" unit="">input port to output pin</metric>
    <metric name="critical_path.startpoint_type" unit="">input port</metric>
    <metric name="worst_setup_path_end_kind" unit="">output pin</metric>
  </group>
  <group name="logic_synthesis">
    <metric name="postSynthCellCount" unit="">35</metric>
    <metric name="ys_area" unit="um^2">385</metric>
    <metric name="syn-mean-instance-area" unit="um^2">11.0</metric>
    <metric name="synth.yosys.num_cells" unit="">35</metric>
    <metric name="synth_cell_types" unit="">16</metric>
    <metric name="post_synth_mux_area_share" unit="%">2.60</metric>
    <metric name="mappedNetlistArea" unit="um^2">385</metric>
    <metric name="ys_top_logic_family" unit="">simple AND/OR/NAND/NOR gates</metric>
    <metric name="synth.yosys.seq_area_share" unit="%">57.1</metric>
    <metric name="synth_xor_xnor_area_share" unit="%">6.82</metric>
    <metric name="synth-adder-area-share" unit="%">3.25</metric>
    <metric name="synth-compound-area-share" unit="%">7.14</metric>
    <metric name="ys.flops" unit="">11</metric>
    <metric name="ys.warnings.count" unit="">2</metric>
    <metric name="simple_gate_share" unit="%">21.1</metric>
  </group>
  <group name="floorplanning">
    <metric name="dieHeight" unit="um">80</metric>
    <metric name="floorplanUtilization" unit="%">11.3</metric>
    <metric name="die.size.x" unit="um">80</metric>
    <metric name="chip_area" unit="um^2">6400</metric>
    <metric name="fp-row-count" unit="">21</metric>
    <metric name="num_ports" unit="">6</metric>
    <metric name="core_area" unit="um^2">3420</metric>
  </group>
  <group name="placed_design">
    <metric name="routabilityCongestion" unit="">0.657</metric>
    <metric name="io_buffers" unit="">5</metric>
    <metric name="dp_hpwl" unit="um">447</metric>
  </group>
  <group name="grt">
    <metric name="grt_pass1_vias" unit="">243</metric>
    <metric name="grt-ovfl-total" unit="">0</metric>
    <metric name="grt_first_pass_wirelength" unit="mm">1.03</metric>
    <metric name="antenna_found_initial" unit="">0</metric>
    <metric name="grt_start_max_net_pins" unit="">13</metric>
    <metric name="track_usage" unit="%">2.07</metric>
  </group>
  <group name="clocking">
    <metric name="root_buffer" unit="">sky130_fd_sc_hd__clkbuf_4</metric>
    <metric name="cts_buffers" unit="">3</metric>
    <metric name="htree_num_levels" unit="">1</metric>
    <metric name="worst_skew_pair.late_latency" unit="ns">0.26</metric>
    <metric name="cts_tree" unit="">yes</metric>
    <metric name="ctsLongestPathBuffers" unit="">2</metric>
    <metric name="clk_pin_slew" unit="ns">0.06</metric>
    <metric name="clock_sink_count" unit="">11</metric>
  </group>
  <group name="pwr">
    <metric name="leakagePower" unit="uW">0.000205</metric>
    <metric name="totalPowerFinal" unit="uW">365</metric>
    <metric name="ir_worst_vdd" unit="V">0.000181</metric>
    <metric name="pwr_density_cell" unit="nW/um^2">656</metric>
  </group>
  <group name="flow_run">
    <metric name="warning_count" unit="">25</metric>
    <metric name="drv_cap" unit="">0</metric>
  </group>
  <group name="worst_hold_path">
    <metric name="worstHoldPathType" unit="">flip-flop to flip-flop</metric>
  </group>
</metrics>
-- area by class of cell --
| cell class | instances | area (um^2) | area share [%] |
|---|---|---|---|
| Tap cell | 46 | 57.6 | 10.3 |
| Multi-Input combinational cell | 22 | 173 | 31.0 |
| Sequential cell | 11 | 224 | 40.2 |
| Inverter | 1 | 3.75 | 0.674 |
| Clock buffer | 4 | 26.3 | 4.72 |
| Timing Repair Buffer | 8 | 72.6 | 13.0 |
-- power breakdown --
part / leakage [uW] / switching (uW) / internal, uW
sequential: 0.0000901 / 5.72 / 198
clock: 0.0000150 / 56.8 / 66.9
combinational: 0.0000999 / 15.1 / 22.6
-- layer usage --
| layer | routed length (um) | global-route usage [%] |
|---|---|---|
| met3 | 59 | 1.93 |
| met4 | 13 | 0.352 |
| met5 | 0 | 0 |
| met2 | 282 | 3.21 |
| met1 | 247 | 2.03 |
-- critical path: cells and delay by family --
family	cells	cell delay [ns]
xor+xnor	1	0.16
compound gates	1	0.20
buf+inv	2	0.92
-- state kept, by name (all words and copies together), names as in the netlist --
| signal | count |
|---|---|
| BUFFER_REGISTER.FF3.Q | 1 |
| BUFFER_REGISTER.FF7.Q | 1 |
| SYNDROME_FF_0.Q | 1 |
| BUFFER_REGISTER.FF2.Q | 1 |
| BUFFER_REGISTER.FF6.Q | 1 |
| SYNDROME_FF_2.Q | 1 |
| BUFFER_REGISTER.FF4.Q | 1 |
| BUFFER_REGISTER.FF1.Q | 1 |
| BUFFER_REGISTER.FF5.Q | 1 |
| SYNDROME_FF_1.Q | 1 |
| SYNDROME_FF_3.Q | 1 |
-- final timing paths --
kind                                     from                                to  slack, ns  depth (start not counted)
max reg2reg        SYNDROME_FF_3.Q$_SDFF_PP0_        SYNDROME_FF_0.Q$_SDFF_PP0_       0.87                          7
min          BUFFER_REGISTER.FF3.Q$_SDFF_PP0_  BUFFER_REGISTER.FF4.Q$_SDFF_PP0_       0.44                          1
min reg2reg  BUFFER_REGISTER.FF3.Q$_SDFF_PP0_  BUFFER_REGISTER.FF4.Q$_SDFF_PP0_       0.44                          1
max                            correct_errors                 output_bit_stream       0.09                          4
-- logic make-up (layout without fill, tap and decap cells) --
family,count (synthesis),count (layout)
flops,11,11
simple gates,14,14
xor+xnor,3,3
fa+ha+maj,1,1
mux,1,1
compound gates,3,3
buf+inv,2,13
-- Yosys cell counts --
library cell               count  area [um^2]
sky130_fd_sc_hd__a211oi_2      1         12.5
sky130_fd_sc_hd__a21boi_0      1         7.51
sky130_fd_sc_hd__and3b_1       1         8.76
sky130_fd_sc_hd__clkbuf_1      1         3.75
sky130_fd_sc_hd__dfxtp_1      11          220
sky130_fd_sc_hd__ha_1          1         12.5
sky130_fd_sc_hd__inv_1         1         3.75
sky130_fd_sc_hd__mux2i_1       1         10.0
sky130_fd_sc_hd__nand2_1       1         3.75
sky130_fd_sc_hd__nor2_1        2         7.51
sky130_fd_sc_hd__nor2b_1       8         50.1
sky130_fd_sc_hd__nor3_1        1         5.00
sky130_fd_sc_hd__o21bai_1      1         7.51
sky130_fd_sc_hd__or3_1         1         6.26
sky130_fd_sc_hd__xnor2_1       2         17.5
sky130_fd_sc_hd__xor2_1        1         8.76
-- through the flow --
stage	utilization, %	setup slack, ns	std cells	area [um^2]	hold WS, ns
after floorplan	-	0.869	35	385	0.414
after global placement	14.5	0.0395	86	497	0.421
after detailed placement	14.5	0.0282	86	497	0.426
after CTS	15.8	0.0103	91	538	0.441
after global routing	16.3	-0.0126	92	557	0.453
final	16.3	0.0932	92	557	0.437
-- what timing repair did --
| action | CTS | global route |
|---|---|---|
| resized | 1 | 4 |
| hold buffers | 0 | 0 |
| pin swaps | 1 | 1 |
| setup endpoints to repair | 1 | 1 |
| setup buffers | 1 | 1 |
Power figures rest on the tool's default switching activity, not on a simulated workload.
