File: flow/config.mk
export PLATFORM = sky130hd
export DESIGN_NAME = MLD_15_7_decoder
export DESIGN_NICKNAME = MLD_15_7_decoder
export VERILOG_FILES = /design/flow/design.v
export SDC_FILE = /design/flow/constraint.sdc
export NUM_CORES = 4
export LEC_CHECK = 1
export CORE_AREA = 10 10 76 76
export DIE_AREA = 0 0 86 86
File: flow/constraint.sdc
current_design MLD_15_7_decoder

set clk_period 1.6
set clk_io_pct 0.2

create_clock -name clk0 -period $clk_period [get_ports {clk}]

set non_clock_inputs [all_inputs -no_clocks]
set_input_delay [expr $clk_period * $clk_io_pct] -clock clk0 $non_clock_inputs
set_output_delay [expr $clk_period * $clk_io_pct] -clock clk0 [all_outputs]
File: flow/design.v
module MLD_15_7_decoder(clk, reset, load, received_bit_stream, output_bit_stream, correct_errors);
	input clk, reset, load, correct_errors;
	input received_bit_stream;
	output output_bit_stream;
	wire parity_check_sum_1, parity_check_sum_2, parity_check_sum_3, parity_check_sum_4;
	wire M;
	reg error_value;
	wire s0_input, s1_input, s2_input, s3_input, s4_input, s5_input, s6_input, s7_input;
	wire s0, s1, s2, s3, s4, s5, s6, s7;
	reg buffer_register_input;
	wire buffer_register_output;
	assign parity_check_sum_1 = s3;
	assign parity_check_sum_4 = s7;
	assign s1_input = s0;
	assign s2_input = s1;
	assign s3_input = s2;
	assign s5_input = s4;
	d_flip_flop SYNDROME_FF_0(reset, clk, s0_input, s0);
	d_flip_flop SYNDROME_FF_1(reset, clk, s1_input, s1);
	d_flip_flop SYNDROME_FF_2(reset, clk, s2_input, s2);
	d_flip_flop SYNDROME_FF_3(reset, clk, s3_input, s3);
	d_flip_flop SYNDROME_FF_4(reset, clk, s4_input, s4);
	d_flip_flop SYNDROME_FF_5(reset, clk, s5_input, s5);
	d_flip_flop SYNDROME_FF_6(reset, clk, s6_input, s6);
	d_flip_flop SYNDROME_FF_7(reset, clk, s7_input, s7);
	majority_gate_4_input MAJORITY_LOGIC(M, parity_check_sum_1, parity_check_sum_2, parity_check_sum_3, parity_check_sum_4);
	shift_register_15_bit BUFFER_REGISTER(reset, clk, buffer_register_input, buffer_register_output);
	xor ERROR_CORRECTOR(output_bit_stream, buffer_register_output, error_value);
	xor CHECK_SUM_2_CALCULATOR(parity_check_sum_2, s1, s5);
	xor CHECK_SUM_3_CALCULATOR(parity_check_sum_3, s0, s2, s6);
	xor S0_INPUT_CALCULATOR(s0_input, buffer_register_input, error_value, s7);
	xor S4_INPUT_CALCULATOR(s4_input, s3, s7);
	xor S6_INPUT_CALCULATOR(s6_input, s5, s7);
	xor S7_INPUT_CALCULATOR(s7_input, s6, s7);
	always @(*) begin
		if (load)
			buffer_register_input = received_bit_stream;
		else
			buffer_register_input = 1'b0;
		if (correct_errors)
			error_value = 1'b0;
		else
			error_value = M;
	end
endmodule
module majority_gate_4_input(out, A, B, C, D);
	input A, B, C, D;
	output out;
	wire w0, w1, w2, w3;
	and G1(w0, A, B, C);
	and G2(w1, A, C, D);
	and G3(w2, A, B, D);
	and G4(w3, B, C, D);
	or G5(out, w0, w1, w2, w3);
endmodule
module shift_register_15_bit(reset, clk, in, out);
	input reset, clk;
	input in;
	output out;
	wire ff0_in, ff1_in, ff2_in, ff3_in, ff4_in, ff5_in, ff6_in, ff7_in, ff8_in, ff9_in, ff10_in, ff11_in, ff12_in, ff13_in, ff14_in;
	wire ff0_out, ff1_out, ff2_out, ff3_out, ff4_out, ff5_out, ff6_out, ff7_out, ff8_out, ff9_out, ff10_out, ff11_out, ff12_out, ff13_out, ff14_out;
	assign ff0_in = in;
	assign ff1_in = ff0_out;
	assign ff2_in = ff1_out;
	assign ff3_in = ff2_out;
	assign ff4_in = ff3_out;
	assign ff5_in = ff4_out;
	assign ff6_in = ff5_out;
	assign ff7_in = ff6_out;
	assign ff8_in = ff7_out;
	assign ff9_in = ff8_out;
	assign ff10_in = ff9_out;
	assign ff11_in = ff10_out;
	assign ff12_in = ff11_out;
	assign ff13_in = ff12_out;
	assign ff14_in = ff13_out;
	assign out = ff14_out;
	d_flip_flop FF0(reset, clk, ff0_in, ff0_out);
	d_flip_flop FF1(reset, clk, ff1_in, ff1_out);
	d_flip_flop FF2(reset, clk, ff2_in, ff2_out);
	d_flip_flop FF3(reset, clk, ff3_in, ff3_out);
	d_flip_flop FF4(reset, clk, ff4_in, ff4_out);
	d_flip_flop FF5(reset, clk, ff5_in, ff5_out);
	d_flip_flop FF6(reset, clk, ff6_in, ff6_out);
	d_flip_flop FF7(reset, clk, ff7_in, ff7_out);
	d_flip_flop FF8(reset, clk, ff8_in, ff8_out);
	d_flip_flop FF9(reset, clk, ff9_in, ff9_out);
	d_flip_flop FF10(reset, clk, ff10_in, ff10_out);
	d_flip_flop FF11(reset, clk, ff11_in, ff11_out);
	d_flip_flop FF12(reset, clk, ff12_in, ff12_out);
	d_flip_flop FF13(reset, clk, ff13_in, ff13_out);
	d_flip_flop FF14(reset, clk, ff14_in, ff14_out);
endmodule
module d_flip_flop(reset, clk, D, Q);
	input reset, clk, D;
	output reg Q;
	always @(posedge clk) begin
		if (reset)
			Q <= 0;
		else
			Q <= D;
	end
endmodule
File: flow/run.sh
#!/bin/bash
# OpenROAD 26Q1-2900-gdf79404cd8, Yosys 0.63+post, stock flow scripts
make -C /OpenROAD-flow-scripts/flow DESIGN_CONFIG=/design/flow/config.mk WORK_HOME=/design/flow/orfs finish
==> summary.txt <==
Notes on the physical design

The flow ran to the end, but the final reports show violations. The checks that failed: setup timing. The origin of the critical flop-to-flop path is SYNDROME_FF_2.Q$_SDFF_PP0_. The dominant cell type by area after synthesis is sky130_fd_sc_hd__dfxtp_1. The tree is rooted in a sky130_fd_sc_hd__clkbuf_8.

The number of primary I/O pins is 6. The number of global-route vias before repair is about 400. The maximum resistive drop on vdd is 0.000701 V. OpenROAD emitted warnings numbering 27. The critical path class is flip-flop to output port.

On met3, the global router reports a usage of 1.62%. Looking at the clock tree report, the maximum root-to-sink buffer count equals 2. For the pin with the worst max-slew slack, the measured transition is around 0.22 ns. Data on the critical path is required at its endpoint by roughly 1.3 ns.

The global-route met2 utilization is between 3 and 4%. The floorplan core density is 17.9%. In the post-route analysis, the smallest setup slack over all paths is -0.255 ns. The die boundary width is between 80 and 90 µm.

The number of buffers added on ports is 5. The HPWL after detailed placement is ~760 µm. The first routing iteration left 17 violations. The analysis attributes to cell leakage a power of ~0.38 nW.

The area enclosed by the die boundary is approximately 0.0074 mm². The total power per unit cell area is 1020 mW/mm². Looking at the critical path, the single cell with the biggest stage delay is sky130_fd_sc_hd__xor3_2. In the log, the iteration count for the first detailed-route pass is 4. The fraction of post-synthesis cell area in the top cell type by area is about 62%. The last timing report of the flow puts the setup violation total at 1. The synthesized instance count is 62. The worst setup path is launched from a flip-flop. The sort of element at the end of the critical path is an output port. The H-tree depth is 1. The distinct cell type count of the synthesized netlist is 14. Row generation in the floorplan step produced 23 rows. The post-synthesis instance area is roughly 740 µm².

The cts-stage hold buffer count is 0. For the worst min-delay path, the startpoint reported by OpenROAD is BUFFER_REGISTER.FF13.Q$_SDFF_PP0_. The initial antenna violation count came to 0. The number of sinks on the clock net is 23. The maximum number of pins on one net before global-route repair is 16. The warning count from the yosys run is 2. The total count of max-transition violations in the final report is 0. The biggest cell delay along the critical path is between 0.4 and 0.5 ns. The number of cells in the finished layout apart from fillers is around 130. The detail route stage leaves a number of antenna-violating nets equal to 0. The average size of a mapped cell is ~12 µm². The wire length per cell is slightly above 8 µm. The share of synthesized area occupied by flip-flops and latches is 62.4%. The most congested layer reported by global routing is met1. The share of final-layout standard cells stronger than drive strength 1 is 25.3%.

The aggregate global routing overflow is 0. Headroom to the max-slew limit came out at between 80% and 90%. The post-synth area from yosys stat is between 700 and 800 µm². The synthesis report lists the most area-consuming cells as sky130_fd_sc_hd__dfxtp_1, sky130_fd_sc_hd__nor2b_1, sky130_fd_sc_hd__xnor2_1, sky130_fd_sc_hd__xor2_1, sky130_fd_sc_hd__xor3_2. The top cell type in the final layout, fill and taps aside, is sky130_fd_sc_hd__dfxtp_1.

The clock latency reported for the late side of the worst-skew pair is 0.25 ns. The core region is between 0.004 and 0.005 mm². The layout overhead on the synthesized area is 26.6%. The capture point of the worst register-to-register path is recorded as SYNDROME_FF_0.Q$_SDFF_PP0_. The vertical extent of the die is roughly 86 µm. The end point of the worst hold path is BUFFER_REGISTER.FF14.Q$_SDFF_PP0_. The first global-routing pass estimated approximately 1.7 mm of wire.

Counting endpoints that fail hold in the final report gives 0. Ranking logic cells in the layout by count gives the top entries sky130_fd_sc_hd__dfxtp_1, sky130_fd_sc_hd__nor2b_1, sky130_fd_sc_hd__buf_4, sky130_fd_sc_hd__nor2_1, sky130_fd_sc_hd__clkdlybuf4s50_1. The number of flip-flops and latches in the synthesized netlist is 23. Data on the critical path arrives at its endpoint at approximately 1.5 ns. Routability-driven placement finished with a final weighted congestion of roughly 0.69. The clock period minus worst slack is around 1.9 ns.

The all-layer global routing usage is between 2 and 3%. The top achievable clock speed is 0.539 GHz. Dividing the detail-routed via count by the number of cells gives about 3.3. Post-route period utilization is reported as 116%. The reg2reg setup slack is about 0.050 ns. The report lists the cells along the critical path as xor3_2 > o211ai_2 > a21oi_2 > xor2_1 > buf_2. The min-delay analysis places its worst path in the category flip-flop to flip-flop. The vias after detailed routing is 409. The post-synthesis cell count from yosys is 62.

The depth of the worst hold-timing path is 1. The count of maximum capacitance violations is 0. Counting the buffers created by CTS gives 3. The register clock-pin slew on the reported worst setup and hold paths is 0.08 ns. Setup repair after global routing could not meet its margin everywhere. The DRC violation count after routing is 0. The total inserted antenna cells is 0. The worst register-to-register path has a depth of 5. The clock tree from TritonCTS is yes. The maximum net fanout on the critical path is 2. The total instance count after detailed placement is around 120. The final wirelength is 1.01 mm. The placement-stage worst setup slack is -0.384 ns. The met1 global-route usage is under 10%. In the final run the clock tree shows a worst skew of between 0.004 and 0.005 ns.
==> power breakdown <==
group	total [mW]	internal (mW)	switching [mW]
combinational	0.0410	0.0239	0.0171
clock	0.335	0.173	0.162
sequential	0.582	0.579	0.00315
total	0.958	0.775	0.182
==> worst max path at each step <==
| stage | endpoint | slack [ns] | cells after the start | from |
|---|---|---|---|---|
| after CTS | output_bit_stream | -0.31 | 5 | SYNDROME_FF_6.Q$_SDFF_PP0_ |
| after global routing | output_bit_stream | -0.33 | 5 | SYNDROME_FF_2.Q$_SDFF_PP0_ |
| final | output_bit_stream | -0.25 | 5 | SYNDROME_FF_2.Q$_SDFF_PP0_ |
==> synth_stat cells <==
| cell type | instances |
|---|---|
| sky130_fd_sc_hd__mux2_4 | 1 |
| sky130_fd_sc_hd__xnor2_1 | 3 |
| sky130_fd_sc_hd__nor2b_1 | 18 |
| sky130_fd_sc_hd__o211ai_1 | 1 |
| sky130_fd_sc_hd__nor2b_2 | 1 |
| sky130_fd_sc_hd__o211ai_2 | 1 |
| sky130_fd_sc_hd__buf_2 | 1 |
| sky130_fd_sc_hd__dfxtp_1 | 23 |
| sky130_fd_sc_hd__clkbuf_1 | 2 |
| sky130_fd_sc_hd__nor2_1 | 5 |
| sky130_fd_sc_hd__xor3_2 | 1 |
| sky130_fd_sc_hd__xor2_1 | 3 |
| sky130_fd_sc_hd__nand2_1 | 1 |
| sky130_fd_sc_hd__a21oi_2 | 1 |
==> critical path, delay by kind of cell, from the launching register on <==
family	cells	cell delay [ns]
buffers and inverters	1	0.11
AND-OR/OR-AND	2	0.25
flip-flops	1	0.33
XOR/XNOR	2	0.59
==> through the flow <==
step	hold WS (ns)	setup TNS (ns)	util, %	cell area (µm²)	total power [mW]
2_1_floorplan	0.392	0	-	738	0.617
3_3_place_gp	0.418	-0.340	21.6	891	0.635
3_5_place_dp	0.423	-0.384	21.6	891	0.636
4_1_cts	0.444	-0.397	23.0	945	0.971
5_1_grt	0.459	-0.337	22.7	935	1.00
6_report	0.440	-0.255	22.7	935	0.958
==> metal layers <==
metal | vias to the layer above | share of wire, %
li1 | 220 | -
met1 | 180 | 53
met2 | 7 | 39
met3 | 2 | 7.3
met4 | 0 | 0.50
met5 | - | 0
==> cell type report <==
type                            instances  area (µm²)
Timing Repair Buffer                   12        97.6
Multi-Input combinational cell         36         265
Fill cell                             422        3180
Sequential cell                        23         463
Clock inverter                          1        5.00
Clock buffer                            3        41.3
Tap cell                               50        62.6
==> registers in the layout, indices dropped and copies added, names as in the netlist <==
signal and flops:
BUFFER_REGISTER.FF6.Q 1, BUFFER_REGISTER.FF0.Q 1, BUFFER_REGISTER.FF5.Q 1, BUFFER_REGISTER.FF7.Q 1
SYNDROME_FF_2.Q 1, BUFFER_REGISTER.FF14.Q 1, SYNDROME_FF_6.Q 1, BUFFER_REGISTER.FF9.Q 1
BUFFER_REGISTER.FF3.Q 1, BUFFER_REGISTER.FF13.Q 1, SYNDROME_FF_7.Q 1, BUFFER_REGISTER.FF10.Q 1
SYNDROME_FF_0.Q 1, BUFFER_REGISTER.FF12.Q 1, SYNDROME_FF_4.Q 1, BUFFER_REGISTER.FF11.Q 1
BUFFER_REGISTER.FF1.Q 1, SYNDROME_FF_3.Q 1, BUFFER_REGISTER.FF8.Q 1, SYNDROME_FF_5.Q 1
SYNDROME_FF_1.Q 1, BUFFER_REGISTER.FF4.Q 1, BUFFER_REGISTER.FF2.Q 1
==> cell families after synthesis <==
family                 share of synthesized area (%)
AND/OR/NAND/NOR                                 19.5
flip-flops                                      62.4
XOR/XNOR                                        10.5
AND-OR/OR-AND                                   3.90
buffers and inverters                           1.69
multiplexers                                    2.03
==> timing repair <==
item,4_1_cts,5_1_grt
setup endpoints to repair,1,2
resized,5,1
setup buffers,1,0
pin swaps,4,2
Power figures rest on the tool's default switching activity, not on a simulated workload.
